[./config.mk]
export PLATFORM = sky130hd
export DESIGN_NAME = robot
export DESIGN_NICKNAME = robot
export VERILOG_FILES = /design/flow/design.v
export SDC_FILE = /design/flow/constraint.sdc
export NUM_CORES = 4
export LEC_CHECK = 1
export CORE_AREA = 10 10 70 70
export DIE_AREA = 0 0 80 80
[./run.sh]
#!/bin/bash
# OpenROAD 26Q1-2900-gdf79404cd8, Yosys 0.63+post, stock flow scripts
make -C /OpenROAD-flow-scripts/flow DESIGN_CONFIG=/design/flow/config.mk WORK_HOME=/design/flow/orfs finish
[./design.v]
module robot(
    input clk_i,    
    input rstn_i,    
    input   motor_on_i,  
    output  motor_status_o,  
    output [1:0] left_motor_o, 
    output [1:0] right_motor_o,
    input [2:0] move_i,  
    input tracker_fwrd_i,  
    output tracker_status_o  
);
localparam [3:0]    PWR_OFF         =   4'd0,        
                    ENGINE_START    =   4'd1,        
                    ENGINE_END      =   4'd2,
                    PWR_ON_IDLE     =   4'd3,        
                    MOVE_FWRD       =   4'd4,        
                    TURN_LEFT       =   4'd5,        
                    TURN_RIGHT      =   4'd6,        
                    MOVE_BACK       =   4'd7,        
                    TRACKER_ERROR   =   4'd8;        
reg [3:0]   STATUS_CURRENT, STATUS_NEXT;
reg         motor_status_next_reg;
reg         tracker_next_reg;
reg [1:0]   left_motor_next_reg; 
reg [1:0]   right_motor_next_reg;
always @ (posedge clk_i, negedge rstn_i) begin
    if(!rstn_i) begin
        STATUS_CURRENT              <=  PWR_OFF;
    end
    else begin
        STATUS_CURRENT              <=  STATUS_NEXT;
    end 
end
always @ * begin
    left_motor_next_reg     =   2'b00;
    right_motor_next_reg    =   2'b00;
    tracker_next_reg        =   1'b0;
    motor_status_next_reg   =   1'b0;
    STATUS_NEXT             =   STATUS_CURRENT;
    case(STATUS_CURRENT)
        PWR_OFF: begin
            if(motor_on_i)
                STATUS_NEXT =   ENGINE_START;
        end
        ENGINE_START: begin
            STATUS_NEXT = PWR_ON_IDLE;
        end
        ENGINE_END: begin
            STATUS_NEXT = PWR_OFF;
        end
        PWR_ON_IDLE: begin
            motor_status_next_reg = 1'b1;
            if(!motor_on_i)
                STATUS_NEXT = ENGINE_END;
            else begin
                case(move_i)
                    3'b111: STATUS_NEXT = MOVE_FWRD;
                    3'b101, 3'b010: STATUS_NEXT = TURN_LEFT;
                    3'b110, 3'b001: STATUS_NEXT = TURN_RIGHT;
                    3'b011: STATUS_NEXT = MOVE_BACK;
                    default: STATUS_NEXT = PWR_ON_IDLE;
                endcase
            end
        end
        MOVE_FWRD: begin
            motor_status_next_reg = 1'b1;
            if(tracker_fwrd_i) begin
                STATUS_NEXT = TRACKER_ERROR;
                tracker_next_reg = 1'b1;
            end
            else begin
                left_motor_next_reg     = 2'b01;
                right_motor_next_reg    = 2'b01;
                STATUS_NEXT             = PWR_ON_IDLE; 
            end
        end
        TURN_LEFT: begin
            motor_status_next_reg   = 1'b1;
            left_motor_next_reg     = 2'b10;  
            right_motor_next_reg    = 2'b01;  
            STATUS_NEXT             = PWR_ON_IDLE;
        end
        TURN_RIGHT: begin
            motor_status_next_reg   = 1'b1;
            left_motor_next_reg     = 2'b01;  
            right_motor_next_reg    = 2'b10;  
            STATUS_NEXT             = PWR_ON_IDLE;
        end
        MOVE_BACK: begin
            motor_status_next_reg   = 1'b1;
            left_motor_next_reg     = 2'b10;
            right_motor_next_reg    = 2'b10;
            STATUS_NEXT             = PWR_ON_IDLE;
        end
        TRACKER_ERROR:  begin
            motor_status_next_reg   = 1'b1;
            tracker_next_reg        = 1'b1;
            STATUS_NEXT             = PWR_ON_IDLE;
        end
        default:
            STATUS_NEXT             = PWR_OFF;
    endcase   
end 
assign left_motor_o     =   left_motor_next_reg;
assign right_motor_o    =   right_motor_next_reg;
assign motor_status_o   =   motor_status_next_reg;
assign tracker_status_o =   tracker_next_reg;
endmodule
[./constraint.sdc]
current_design robot

set clk_period 2.1
set clk_io_pct 0.2

create_clock -name clk0 -period $clk_period [get_ports {clk_i}]

set non_clock_inputs [all_inputs -no_clocks]
set_input_delay [expr $clk_period * $clk_io_pct] -clock clk0 $non_clock_inputs
set_output_delay [expr $clk_period * $clk_io_pct] -clock clk0 [all_outputs]
==> commit_impl_results.txt <==
Record implementation results from latest flow run

* Synthesis-to-finish area growth: 59.9%
- Setup Buffers After CTS: 0
- Overflow left after global routing: 0
- Clock network fraction of total power: 0.392
* Part of the total power dissipated in sequential elements: 0.537
- The number of antenna violations at the first check in global routing is 0.
- Prior to clock tree synthesis, the placed netlist has a worst setup slack of -0.0381 ns.
- The worst setup path is launched from a flop.
* Vias: 310
- The detailed placer reported the number of placed instances as approximately 97.
- Cell area after placement: approximately 600 sq um
- Data arrives at the worst endpoint at about 1.6 ns.
* Max FFs per register: 9
- Maximum number of pins on one net before global-route repair: 10
- The worst setup path is captured at an output pin.
- The die is ~80 um wide.
- Yosys chip area: 393 sq um
- Clock-pin transition on the worst setup and hold timing paths: 0.06 ns
* Final period utilization: 0.958
- Static Leakage: approximately 0.31 nW
* Number of clock buffers inserted by TritonCTS: 3
- In the global route stage, overall resource usage came out at 0.0269.
* Total power of the final layout: between 0.3 and 0.4 mW
* Final-report setup violation count: 0
- TritonCTS built the clock tree.
* Pre-placement core utilization: 0.115
- Ranked by total cell area, the synthesized netlist is headed by sky130_fd_sc_hd__dfrtp_1 51%, sky130_fd_sc_hd__dfstp_2 6.7%, sky130_fd_sc_hd__nand2b_1 4.8%.
- Register name with the most flops: STATUS_CURRENT
* Wire length after detailed routing: 865 um
- The synthesis report lists the Yosys warning total as 1.
- Final Hold Slack: about 0.44 ns
* Avg WL per Cell: ~8.6 um
* Gate power share: 0.071
* Clock sink total: 9
* Startpoint of the lowest-slack hold path: STATUS_CURRENT[3]
- Counting along the longest clock path gives a buffer depth of 2.
* Register-to-register path setup slack: 0.55 ns
- For this run, the detailed router reports a per-instance via density of between 3 and 4.
- Input and output buffers added on the ports amount to 12.
* Antenna diode count: 0
- Die Footprint: between 0.006 and 0.007 sq mm
* Worst-path fanout max: 2
* Pins over their slew limit: 0
- According to the floorplan report, the die height is 80 um.
* Path type of the worst setup path: reg2out
- Area of the multi-input gates: 166 sq um
- Among all stages on the critical path, the maximum delay recorded is 0.53 ns.
* Synthesized area: roughly 390 sq um
* Switching portion of total power: 0.197
- Cell with the largest stage delay on the worst path: sky130_fd_sc_hd__or4_4
- Syn_area_per_cell: between 10 and 15 sq um
* Worst Path Required: 1.68 ns
- The layout report lists the combined flip-flop and latch area as 226 sq um.
- The placement summary gives the final routability congestion estimate as 0.699.
- Unrepaired setup endpoints after global routing: no
* I/O pins: 13
- Worst-case headroom to the max-slew limit: 0.745
- Antenna Violating Nets Remaining: 0
* Placement Rows: 21
- In the final layout, the share of cells above drive strength 1 is 0.291.
* Largest regs: STATUS_CURRENT: 9 flops
* Accumulated negative setup slack: 0 ns
* Worst vdd rail ir drop: between 0.0001 and 0.00015 V
- The power report puts the net switching power at approximately 0.064 mW.
- Fill cell total of the finished layout: between 300 and 400
- Core area: 0.00342 sq mm
* Iteration count of the initial detailed-routing pass: 4
- Total power normalized to cell area comes to between 500 and 600 mW/mm^2.
- Counting endpoints that fail hold in the final report gives 0.
* Power Internal: roughly 0.26 mW
* Cell count listed in synth_stat.txt: 35
- The clock reaches the later pin of the worst-skew pair after ~0.25 ns.
- Number of global-route vias before repair: between 300 and 400
* Max-Cap Viols: 0
* Number of DRC markers after the initial detailed-route iteration: 6
- Area leader, netlist: sky130_fd_sc_hd__dfrtp_1
* Wire length of the first global-routing pass: between 1000 and 1500 um
- Share of the yosys chip area belonging to registers: 0.576
- Number of design rule violations left after detail routing: 0
- For this run, the number of standard cells in the final layout without fillers is a little over 100.
- Number of distinct standard cells referenced by the synthesized netlist: 18
- Transition at the pin with the smallest max-transition slack: approximately 0.38 ns
- Reg-to-Reg Start: STATUS_CURRENT[8]
* CTS Hold Bufs: 0
- Run status: complete, no violations
- The finished layout reports a core utilization of 0.184.
- The finished cells cover ~630 sq um.
- Critical Path Start: STATUS_CURRENT[8]
* Layout Skew: between 0.001 and 0.0015 ns
- Static timing analysis puts the maximum clock frequency at approximately 500 MHz.
* Root buf cell: sky130_fd_sc_hd__clkbuf_4
* Number of standard cells after synthesis: 35
* Area leader share: 0.510
- The clock period could shrink to a little over 2 ns.
- The critical path goes through or4_4 > or3_4 > buf_2.
* Flop and latch count out of synthesis: 9
- H-tree depth reported by CTS: 1
- According to the dpl log, the detail-placed design has an HPWL of slightly above 700 um.
- Number of warnings in the stage logs: 25
- After layout, the worst setup slack is 0.0875 ns.
- Min-Delay Path Class: reg2reg
[final cells by class]
type                       count  area share
sequential                     9       0.361
multi-input combinational     24       0.265
timing repair buffer          16       0.229
tap                           46      0.0916
clock buffer                   4      0.0418
inverter                       2      0.0120
[final timing paths]
path                       cells past startpoint                end
min reg2reg                                    1  STATUS_CURRENT[0]
min                                            1  STATUS_CURRENT[0]
min in group asynchronous                      1  STATUS_CURRENT[2]
max                                            3     motor_status_o
max reg2reg                                    2  STATUS_CURRENT[7]
max in group asynchronous                      1  STATUS_CURRENT[0]
[power by group through the flow]
stage | Combinational, mW | Clock, mW | Sequential, mW
CTS | 0.0236 | 0.136 | 0.173
global route | 0.0255 | 0.142 | 0.173
finish | 0.0231 | 0.127 | 0.174
[worst max-delay path: cells and delay by family, from the launching register on]
family | cells | cell delay (ns)
buffers and inverters | 1 | 0.12
DFF | 1 | 0.37
and+or+nand+nor | 2 | 0.85
[cells in the mapped netlist]
| master | number |
|---|---|
| sky130_fd_sc_hd__or4b_1 | 1 |
| sky130_fd_sc_hd__nand4_1 | 1 |
| sky130_fd_sc_hd__nor2_1 | 2 |
| sky130_fd_sc_hd__a21oi_1 | 2 |
| sky130_fd_sc_hd__nand3b_1 | 2 |
| sky130_fd_sc_hd__or3_2 | 1 |
| sky130_fd_sc_hd__dfrtp_1 | 8 |
| sky130_fd_sc_hd__nand2b_1 | 3 |
| sky130_fd_sc_hd__nand2_1 | 1 |
| sky130_fd_sc_hd__nor2b_1 | 1 |
| sky130_fd_sc_hd__dfstp_2 | 1 |
| sky130_fd_sc_hd__inv_1 | 2 |
| sky130_fd_sc_hd__a21o_1 | 1 |
| sky130_fd_sc_hd__or4_1 | 1 |
| sky130_fd_sc_hd__or3b_2 | 2 |
| sky130_fd_sc_hd__or2_2 | 3 |
| sky130_fd_sc_hd__and2_1 | 2 |
| sky130_fd_sc_hd__nor4bb_1 | 1 |
[per-layer routing]
metal | routed length [um] | track usage
met1 | 399 | 0.0320
met2 | 322 | 0.0385
met3 | 116 | 0.0136
met4 | 27 | 0.0141
met5 | 0 | 0
[cells in the final DEF (no fill, tap or decap), drive strengths merged]
cell type	count
clkbuf	4
or2	3
buf	5
nand2b	3
dlygate4sd2	1
dfstp	1
inv	2
dfrtp	8
nor2	2
nand2	1
a21oi	2
nand3b	2
nand4	1
or3b	2
a21o	1
or4	1
nor4bb	1
nor2b	1
or3	1
clkdlybuf4s50	10
and2	2
or4b	1
[cells by family (layout without fill, tap and decap cells)]
group / count (synthesis) / in the layout / share of synthesized area
compound gates: 3 / 3 / 0.0446
buf+inv: 2 / 22 / 0.0191
flops: 9 / 9 / 0.576
simple gates: 21 / 21 / 0.360
[repair_timing]
| action | in CTS | in global routing |
|---|---|---|
| hold endpoints to repair | 0 | 0 |
| pin swaps | 2 | 2 |
| gates resized | 6 | 0 |
| setup endpoints to repair | 2 | 1 |
No activity file was given, so power comes from the tool's default toggle rates.
